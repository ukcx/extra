## flow/run.sh

```bash
#!/bin/bash
# OpenROAD 26Q1-2900-gdf79404cd8, Yosys 0.63+post, stock flow scripts
make -C /OpenROAD-flow-scripts/flow DESIGN_CONFIG=/design/flow/config.mk WORK_HOME=/design/flow/orfs finish
```

## flow/config.mk

```make
export PLATFORM = sky130hd
export DESIGN_NAME = tel
export DESIGN_NICKNAME = tel
export VERILOG_FILES = /design/flow/design.v
export SDC_FILE = /design/flow/constraint.sdc
export NUM_CORES = 4
export LEC_CHECK = 1
export CORE_UTILIZATION = 30
```

## flow/design.v

```verilog
`timescale 1ns / 1ps
module tel (input clk,
        input rst,
        input startCall, answerCall,
        input endCall,
        input sendChar,
        input [7:0] charSent,
        output reg [63:0] statusMsg,
        output reg [63:0] sentMsg
);
parameter IDLE = 0;
parameter BUSY = 1;
parameter REJECTED = 2;
parameter RINGING = 3;
parameter CALL = 4;
parameter COST = 5;
reg [2:0] curr_state, next_state;
reg [4:0] counter;
reg [31:0] cost;
always @ (posedge clk or posedge rst)
begin
    if(rst)
        counter <= 0;
    else
    if(curr_state == RINGING | curr_state == REJECTED | curr_state == BUSY | curr_state == COST)begin
        if(counter == 10)
            counter <= 0;
        else
            counter <= counter + 1;
    end 
        else
            counter <= counter;
end
always @ (posedge clk or posedge rst)
begin
    if(rst)
        curr_state <= 0;
    else
        curr_state <= next_state;
end
always @ (*) begin
    case(curr_state)
        IDLE:begin
            if(startCall == 1)
                next_state = RINGING;
            else
                next_state = IDLE;
        end
        RINGING:begin
            if(endCall == 1)
                begin
                    next_state = REJECTED;
                    counter = 0;
                end
            else if(answerCall == 1)
                begin
                    next_state = CALL;
                    counter = 0;
                end
            else if(counter == 10)
                next_state = BUSY;   
            else 
                next_state = RINGING;   
        end
        BUSY:begin
            if(counter == 10)
                next_state = IDLE;
            else
                next_state = BUSY;
        end
        REJECTED:begin
            if(counter == 10)
                next_state = IDLE;
            else
                next_state = REJECTED;
        end
        CALL:begin
            if(endCall == 1)
                next_state = COST;
            else if(charSent == 127)
                next_state = COST;
            else
                next_state = CALL;
        end
        COST:begin
            if(counter == 5)
                begin
                    next_state = IDLE;
                    counter = 0;
                end
            else
                next_state = COST;
        end
    endcase
end
always @ (posedge clk or posedge rst)begin
    if(rst)begin
        statusMsg <= 0;
        sentMsg[7:0] <= " ";
        sentMsg[15:8] <= " ";
        sentMsg[23:16] <= " ";
        sentMsg[31:24] <= " ";
        sentMsg[39:32] <= " ";
        sentMsg[47:40] <= " ";
        sentMsg[55:48] <= " ";
        sentMsg[63:56] <= " ";
        cost <= 0;
    end
    else begin
        case(curr_state)
            IDLE:begin
                statusMsg[7:0] <= " ";
                statusMsg[15:8] <= " ";
                statusMsg[23:16] <= " ";
                statusMsg[31:24] <= " ";
                statusMsg[39:32] <= "E";
                statusMsg[47:40] <= "L";
                statusMsg[55:48] <= "D";
                statusMsg[63:56] <= "I";
                sentMsg[7:0] <= " ";
                sentMsg[15:8] <= " ";
                sentMsg[23:16] <= " ";
                sentMsg[31:24] <= " ";
                sentMsg[39:32] <= " ";
                sentMsg[47:40] <= " ";
                sentMsg[55:48] <= " ";
                sentMsg[63:56] <= " ";
                cost <= 0;
            end
            RINGING:begin
                statusMsg[7:0] <= " ";
                statusMsg[15:8] <= "G";
                statusMsg[23:16] <= "N";
                statusMsg[31:24] <= "I";
                statusMsg[39:32] <= "G";
                statusMsg[47:40] <= "N";
                statusMsg[55:48] <= "I";
                statusMsg[63:56] <= "R"; 
            end
            REJECTED:begin
                statusMsg[7:0] <= "D";
                statusMsg[15:8] <= "E";
                statusMsg[23:16] <= "T";
                statusMsg[31:24] <= "C";
                statusMsg[39:32] <= "E";
                statusMsg[47:40] <= "J";
                statusMsg[55:48] <= "E";
                statusMsg[63:56] <= "R";
            end
            BUSY:begin
                statusMsg[7:0] <= " ";
                statusMsg[15:8] <= " ";
                statusMsg[23:16] <= " ";
                statusMsg[31:24] <= " ";
                statusMsg[39:32] <= "Y";
                statusMsg[47:40] <= "S";
                statusMsg[55:48] <= "U";
                statusMsg[63:56] <= "B";
            end
            CALL:begin
                statusMsg[7:0] <= " ";
                statusMsg[15:8] <= " ";
                statusMsg[23:16] <= " ";
                statusMsg[31:24] <= " ";
                statusMsg[39:32] <= "L";
                statusMsg[47:40] <= "L";
                statusMsg[55:48] <= "A";
                statusMsg[63:56] <= "C";
                if((charSent == 127) & (sendChar == 1))
                    cost <= cost + 2;  
                else if((charSent >= 48) & (charSent <= 57) & (sendChar == 1))
                    begin
                        cost <= cost + 1;
                        sentMsg[63:8] = sentMsg[55:0];
                        sentMsg[7:0] = charSent;
                    end
                else if((charSent >= 32) & (charSent <= 126) & (sendChar == 1))
                    begin
                        cost <= cost + 2;
                        sentMsg[63:8] = sentMsg[55:0];
                        sentMsg[7:0] = charSent;
                    end
            end
            COST:begin
                statusMsg[7:0] <= " ";
                statusMsg[15:8] <= " ";
                statusMsg[23:16] <= " ";
                statusMsg[31:24] <= " ";
                statusMsg[39:32] <= "T";
                statusMsg[47:40] <= "S";
                statusMsg[55:48] <= "O";
                statusMsg[63:56] <= "C"; 
                sentMsg <= cost;
            end
        endcase
    end
end
endmodule
```

## flow/constraint.sdc

```tcl
current_design tel

set clk_period 16.7
set clk_io_pct 0.2

create_clock -name clk0 -period $clk_period [get_ports {clk}]

set non_clock_inputs [all_inputs -no_clocks]
set_input_delay [expr $clk_period * $clk_io_pct] -clock clk0 $non_clock_inputs
set_output_delay [expr $clk_period * $clk_io_pct] -clock clk0 [all_outputs]
```

==> results.txt <==
run status -> completed
Most used DFF post-synth -> dfrtp_1
r2r startpoint -> curr_state[0]
clock skew -> 0.007297 ns
initial DRC count -> 350
MaxCap Viol Count -> 0
Hold Crit Class -> reg -> reg
die width -> 150.3 um
core box area -> 21290 um^2
final setup vio count -> 0
largest net degree at the start of global routing -> 52
drt pass-1 iters -> 7
initial antenna violation count -> 0
endpoints left unconstrained -> 6
Row Count -> 53
hold_ws -> 0.4624 ns
Clock Pin Slew Worst Setup and Hold Paths -> 0.05 ns
final hold vios -> 0
clk root buf -> clkbuf_16
Setup CP Type -> in -> reg
CP max FO -> 51
Routed Antenna Nets -> 0
critical path capture point type -> register
register pins left without a clock -> 3
Routability Congestion -> 0.8957
most instantiated logic cell after routing -> clkdlybuf4s50_1
count of input and output buffers -> 119
Required @ worst endpoint -> 16.99 ns
GRT Residual Overflow -> 0
hold-critical path endpoint -> statusMsg[54]
Gate Count Post-Synth -> 655
CTS tree -> done
worst r2r path cells -> 7
vias per cell -> 5.009
total negative slack -> 0 ns
R2R Path End -> sentMsg[18]
die footprint -> 22580 um^2
Setup WS pre-CTS -> 10.70 ns
core utilization at floorplan -> 0.3099
Synth Cell Area -> 6596 um^2
IO Count -> 142
layout cells sized above 1 -> 0.1449
crit path time final -> 5.629 ns
DRC errors left -> 0
fmax -> 177.6 MHz
die extent in y -> 150.3 um
cycle use final -> 0.3371
post-synthesis chip area from yosys -> 6596 um^2
final slew viol count -> 0
Power Density -> 86.81 nW/um^2
YS warnings -> 16
CTS resizes -> 0
dpl cells -> 1009
WL/cell -> 16.34 um
Top cells by area -> dfrtp_1, mux2_2, mux2i_1
CTS buffer count -> 17
setup ws final -> 11.07 ns
Synth area leader -> dfrtp_1
WP data arrival -> 5.92 ns
Max clock buf depth -> 2
hold path depth -> 1
final non-filler cell total -> 1041
DRT Wirelength -> 17.01 mm
Slew @ Worst Pin -> 0.7227 ns
Area leader share -> 0.4514
Hold Buf Count CTS -> 0
yosys cell count -> 655
fillers -> 2043
Final HPWL DP -> 11.82 mm
vias in the first global route -> 4797
Latency at later pin -> 0.41 ns
RSZ-0062 raised after global routing -> false
Post-synth regs -> 130
CP startpoint kind -> input pin
Slew headroom -> 0.5138
Hold Startpoint -> statusMsg[54]
VDD IR-drop max -> 0.00005931 V
Async SR Flop Fraction -> 0.9769
htree depth -> 4
n_diodes -> 0
Area Growth Syn to Fin -> 29.63%
Yosys cell types -> 59
Syn Area/Cell -> 10.07 um^2
first-pass GRT wire length -> 27.26 mm
Util after Layout -> 0.4017
tool warning count -> 25
setup repair bufs after CTS -> 0
most numerous logic cells after layout -> clkdlybuf4s50_1, dfrtp_1, nor2_1
Pleak -> 0.003567 uW
via count -> 5214
Post-synth EDFFs -> 0
r2r setup slk -> 13.61 ns
Total GRT Usage -> 0.1598
-- synth_stat cells, drive strengths merged, types with 5 or more instances --
master	instances
dfrtp	119
dfstp	8
o21ai	18
a22o	5
inv	27
o211ai	8
mux2i	50
a21oi	25
nand4	12
buf	50
or4	8
clkbuf	22
o31ai	10
nor2	67
mux2	46
nand3	22
a31oi	9
a21o	5
nor3	7
nand2	63
nand2b	7
nor4	8
-- worst max-delay path: stages --
cell and delay (ns):
clkdlybuf4s50_1 0.64, nand3_1 0.13, nor4_1 0.35, o21ai_1 0.16
nand2_4 0.22, buf_4 0.62, mux2_2 0.41
-- state kept, by name, summed over array words and instances (netlist names) --
| name | cells |
|---|---|
| cost | 32 |
| statusMsg | 28 |
| curr_state | 3 |
| next_state | 3 |
| sentMsg | 64 |
-- stage by stage --
| step | power [uW] | area [um^2] |
|---|---|---|
| 3_5_place_dp | 328.3 | 7884 |
| 2_1_floorplan | 324.4 | 6675 |
| 4_1_cts | 750.6 | 8551 |
| 5_1_grt | 769.3 | 8551 |
| 6_report | 742.3 | 8551 |
| 3_3_place_gp | 328.5 | 7884 |
-- per-layer routing --
layer | track usage | vias up | routed length, um
met1 | 0.2586 | 2509 | 8251
met5 | 0 | - | 0
met4 | 0.01717 | 0 | 153
met3 | 0.03802 | 14 | 1200
met2 | 0.2272 | 209 | 7407
li1 | - | 2482 | -
-- kinds of logic (layout without fill, tap and decap cells) --
family	Yosys count	in the layout	share of synthesized area
AND-OR/OR-AND	108	108	0.1138
adder cells (fa/ha/maj)	2	2	0.003793
buffers and inverters	100	190	0.08043
flip-flops	127	127	0.4833
latches	3	3	0.006828
multiplexers	96	96	0.1544
other	1	22	0.0005685
AND/OR/NAND/NOR	218	218	0.1569
-- cell type report --
| type | count | area, um^2 | area share |
|---|---|---|---|
| well taps | 275 | 344.1 | 0.04024 |
| repair buffers | 130 | 1274 | 0.1490 |
| clock inverters | 15 | 241.5 | 0.02824 |
| inverters | 28 | 107.6 | 0.01258 |
| multi-input cells | 446 | 2924 | 0.3420 |
| clock buffers | 17 | 425.4 | 0.04975 |
| flip-flops and latches | 130 | 3234 | 0.3783 |
-- report_power, final --
part,total [uW],internal [uW],switching [uW]
clock,420,280,140
combinational,14.4,4.31,10.1
sequential,308,308,0.0408
-- worst max path at each step --
stage	slack, ns	startpoint	endpoint
4_1_cts	11.10	charSent[6]	sentMsg[31]
5_1_grt	10.95	charSent[3]	sentMsg[17]
6_report	11.07	charSent[6]	sentMsg[18]
No activity file was given, so power comes from the tool's default toggle rates.
